==> ./design.v <==
`timescale 1ps/1ps
module alu(
    input [15:0] A,   
    input [15:0] B,   
    input [2:0] fun,  
    output N,  
    output Z,  
    output C,  
    output V,  
    output reg [15:0] R
);
    wire [16:0] R_add, R_sub;
    wire [15:0] R_AND, R_OR, R_NOR, R_LSL, R_LSR, R_ASR;
    wire [16:0] A_ext = {1'b0, A};
    wire [16:0] B_ext = {1'b0, B};
    assign R_add = A_ext + B_ext;
    assign R_sub = A_ext - B_ext;
    assign R_AND = A & B;
    assign R_OR  = A | B;
    assign R_NOR = ~(A | B);
    assign R_LSL = A << B[3:0];
    assign R_LSR = A >> B[3:0];
    assign R_ASR = $signed(A) >>> B[3:0];
    always @(*) begin
        R = 16'd0;
        case(fun)
            3'b000: R = R_add[15:0];  
            3'b001: R = R_sub[15:0];  
            3'b010: R = R_AND;  
            3'b011: R = R_OR;   
            3'b100: R = R_NOR;  
            3'b101: R = R_LSL;  
            3'b110: R = R_LSR;  
            3'b111: R = R_ASR;  
            default:;
        endcase
    end
    assign N = R[15];  
    assign Z = (R == 16'b0);  
    wire C_add = (fun == 3'b000) ? R_add[16] : 1'b0;
    wire C_sub = (fun == 3'b001) ? ~R_sub[16] : 1'b0;
    assign C = C_add | C_sub;
    wire V_add, V_sub;
    assign V_add = (fun == 3'b000) ? ((A[15] == B[15]) && (R_add[15] != A[15])) : 1'b0;
    assign V_sub = (fun == 3'b001) ? ((A[15] != B[15]) && (R_sub[15] != A[15])) : 1'b0;
    assign V = V_add | V_sub;
endmodule
==> ./run.sh <==
#!/bin/bash
# OpenROAD 26Q1-2900-gdf79404cd8, Yosys 0.63+post, stock flow scripts
make -C /OpenROAD-flow-scripts/flow DESIGN_CONFIG=/design/flow/config.mk WORK_HOME=/design/flow/orfs finish
==> ./config.mk <==
export PLATFORM = sky130hd
export DESIGN_NAME = alu
export DESIGN_NICKNAME = alu
export VERILOG_FILES = /design/flow/design.v
export SDC_FILE = /design/flow/constraint.sdc
export NUM_CORES = 4
export LEC_CHECK = 1
export CORE_UTILIZATION = 40
==> ./constraint.sdc <==
current_design alu

set clk_period 10.3
set clk_io_pct 0.2

create_clock -name clk0 -period $clk_period

set non_clock_inputs [all_inputs -no_clocks]
set_input_delay [expr $clk_period * $clk_io_pct] -clock clk0 $non_clock_inputs
set_output_delay [expr $clk_period * $clk_io_pct] -clock clk0 [all_outputs]
==> impl_metrics.yaml <==
# synthesis and place-and-route metrics
status:
  status: "completed"
sta:
  setup_viol: 0
  rsz0062_at_grt: "false"
  slew_viol_final: 0
  tightest_slew_ns: 0.8091
  setup_slack_ns: 1.683
  max_slew_margin_pct: 44.66
  fin_crit_ns: 8.617
  fmax_mhz: 116.0
  tns_ns: 0
  hold_viol_final: 0
  min_period_over_period_pct: 83.66
global_route:
  antenna_found_initial: 0
  grt_pass1_wl_um: 22970
  overflow: 0
  grt_pass1_vias: 4001
  grt_max_degree: 48
  grt_usage_pct: 29.66
final_layout:
  nClkBuffers: 0
  stdcell_area_um2: 4622
  flop_area_um2: 0
  mi_logic_area_um2: 3642
  fillerInstances: 991
  drive_above_1_share_pct: 8.446
  fin_cells: 725
  area_delta_synth_final_pct: 14.29
  flop-count: 0
route:
  top_layer_used: "met4"
  postRouteAntennaNets: 0
  m1WireLength_um: 6701
  post_drt_wl_per_cell_um: 20.54
  routed_wl_um: 14890
  met2WireLength_um: 6739
  dr_wl_met3_um: 1111
  first_pass_iters: 4
  drt_iter0_drc: 273
  viasPerCell: 6.137
  num_antenna_cells: 0
  drc_errors: 0
  vias: 4449
pwr:
  finalPower_mw: 0.2528
  p_leak_nw: 1.908
  p_per_area_nw_per_um2: 54.69
  ir_drop_mv: 0.02348
flow_run:
  drv_cap: 0
  warnings: 65
placed_design:
  placed_cells: 725
  place.gp.congestion: 1.004
  dp_worst_setup_slack_ns: 1.785
  place_area_um2: 4622
  io_buffers: 55
  hpwl_um: 11910
setup_path:
  start_kind: "input port"
  slowest_stage: "o41ai_1"
  worstSetupPathType: "in2out"
  worstPathArrival_ns: 6.56
  cp-startpoint: "B[2]"
  crit_chain: "clkdlybuf4s50_1 > buf_4 > inv_2 > ha_1 > or3_1 > o221ai_1 > o32a_1 > nor4_1 > o41ai_1 > xnor2_1 > nand2_1 > a211oi_1 > clkdlybuf4s50_1"
  cp_common_cell: "clkdlybuf4s50_1"
  crit_fanout: 38
  crit_path_end_kind: "primary output"
  required_ns: 8.24
  critical-path-max-stage-delay_ns: 0.64
floorplanning:
  die_y_um: 102.5
  io_pins: 55
  core_area_um2: 9774
  die_x_um: 102.5
  placementRows: 36
  fp_util_pct: 41.37
  die_area_um2: 10520
synthesis:
  yosysTopAreaCellShare_pct: 15.16
  top_cells_by_count: "55 x nor2_1, 51 x inv_1, 49 x ha_1"
  yosysTopAreaCell: "ha_1"
  ys_chip_area_um2: 4044
  synth.distinct_cells: 79
  synth_warnings: 1
  area_leaders: "ha_1 15%, mux4_2 10%, a21oi_1 5.7%"
  synthCells: 568
  synth_seq_share_pct: 0
  syn-mean-instance-area_um2: 7.120
  syn_area_um2: 4044
  top_cell: "nor2_1"
  ys_cells: 568
clocking:
  cts_resized: 0
  postCtsSetupRepairBufs: 0
  ctsHoldBuffers: 0
min_path:
  min_from: "fun[0]"
  hold_class: "in2out"
  whs_path_depth: 6
## worst max-delay path, delay by kind of cell
| family | cells | cell delay, ns |
|---|---|---|
| AND-OR/OR-AND | 4 | 1.70 |
| XOR/XNOR | 1 | 0.19 |
| adder cells (fa/ha/maj) | 1 | 0.45 |
| buffers and inverters | 4 | 1.58 |
| AND/OR/NAND/NOR | 3 | 0.55 |
## power by group
part | internal [mW] | switching, mW | total, mW
clock | 0 | 0 | 0
sequential | 0 | 0 | 0
combinational | 0.113 | 0.140 | 0.253
## final timing paths
kind	to	slack [ns]
max	N	1.68
min	R[3]	5.30
## metrics by stage
step	utilization (%)	hold slack (ns)
global route	47.29	5.391
detailed placement	47.29	5.278
floorplan	-	4.324
global placement	47.29	5.292
finish	47.29	5.303
CTS	47.29	5.288
## cell type report
| type | count | area share, % |
|---|---|---|
| Tap cell | 133 | 3.600 |
| Timing Repair Buffer | 64 | 13.05 |
| Inverter | 56 | 4.548 |
| Multi-Input combinational cell | 472 | 78.80 |
## cells by family (layout without fill, tap and decap cells)
family	count (synthesis)	after routing	synth area share (%)
muxes	47	47	18.22
adders and majority gates	51	51	16.15
AOI/OAI and AO/OA	191	191	31.62
and+or+nand+nor	172	172	21.69
buffers and inverters	96	120	9.932
xor gates and xnor gates	11	11	2.382
## cell usage in the layout (no fill, tap or decap), types with 5 or more instances in the layout
master           instances
a211oi_1                15
a21o_1                   5
a21oi_1                 46
a22oi_1                  6
a31oi_1                  8
buf_4                    9
clkdlybuf4s50_1         52
ha_1                    49
inv_1                   51
inv_2                    5
mux2i_1                 20
mux4_2                  18
nand2_1                 36
nand3_1                 11
nor2_1                  55
nor2b_1                  6
nor3_1                  14
nor4_1                   5
o211ai_1                 5
o21ai_0                 31
o21ai_1                  6
o221ai_1                 6
o22ai_1                  9
or3_1                    7
xnor2_1                 10
## per-layer routing
layer	global-route usage [%]	vias to the layer above
met4	5.934	0
met1	43.66	2063
li1	-	2182
met3	4.204	17
met2	46.87	187
met5	0	-
No activity file was given, so power comes from the tool's default toggle rates.

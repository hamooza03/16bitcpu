`design/flow/constraint.sdc`:
```
current_design register_file

set clk_period 3.4
set clk_io_pct 0.2

create_clock -name clk0 -period $clk_period [get_ports {clk}]

set non_clock_inputs [all_inputs -no_clocks]
set_input_delay [expr $clk_period * $clk_io_pct] -clock clk0 $non_clock_inputs
set_output_delay [expr $clk_period * $clk_io_pct] -clock clk0 [all_outputs]
```
`design/flow/run.sh`:
```
#!/bin/bash
# OpenROAD 26Q1-2900-gdf79404cd8, Yosys 0.63+post, stock flow scripts
make -C /OpenROAD-flow-scripts/flow DESIGN_CONFIG=/design/flow/config.mk WORK_HOME=/design/flow/orfs finish
```
`design/flow/config.mk`:
```
export PLATFORM = sky130hd
export DESIGN_NAME = register_file
export DESIGN_NICKNAME = register_file
export VERILOG_FILES = /design/flow/design.v
export SDC_FILE = /design/flow/constraint.sdc
export NUM_CORES = 4
export LEC_CHECK = 1
export CORE_UTILIZATION = 40
```
`design/flow/design.v`:
```
`timescale 1ps/1ps
module register_file(
    input clk,
    input reset,
    input we,
    input[2:0] addrA,
    input[2:0] addrB,
    input[2:0] addrR,
    input[15:0] dataR,
    output reg[15:0] dataA,
    output reg[15:0] dataB
);
    wire r0 = (addrR == 3'b000);
    wire r1 = (addrR == 3'b001);
    wire r2 = (addrR == 3'b010);
    wire r3 = (addrR == 3'b011);
    wire r4 = (addrR == 3'b100);
    wire r5 = (addrR == 3'b101);
    wire r6 = (addrR == 3'b110);
    wire r7 = (addrR == 3'b111);
    wire we_r0, we_r1, we_r2, we_r3, we_r4, we_r5, we_r6, we_r7;
    assign we_r0 = we & r0;
    assign we_r1 = we & r1;
    assign we_r2 = we & r2;
    assign we_r3 = we & r3;
    assign we_r4 = we & r4;
    assign we_r5 = we & r5;
    assign we_r6 = we & r6;
    assign we_r7 = we & r7;
    reg [15:0] reg0, reg1, reg2, reg3, reg4, reg5, reg6, reg7;
    always @(posedge clk or posedge reset) begin
        if (reset) begin
            reg0 <= 16'b0;
            reg1 <= 16'b0;
            reg2 <= 16'b0;
            reg3 <= 16'b0;
            reg4 <= 16'b0;
            reg5 <= 16'b0;
            reg6 <= 16'b0;
            reg7 <= 16'b0;
        end else begin
            if (we_r0) reg0 <= dataR;
            if (we_r1) reg1 <= dataR;
            if (we_r2) reg2 <= dataR;
            if (we_r3) reg3 <= dataR;
            if (we_r4) reg4 <= dataR;
            if (we_r5) reg5 <= dataR;
            if (we_r6) reg6 <= dataR;
            if (we_r7) reg7 <= dataR;
        end
    end
    always @(*) begin
        case(addrA)
            3'b000: dataA = reg0;
            3'b001: dataA = reg1;
            3'b010: dataA = reg2;
            3'b011: dataA = reg3;
            3'b100: dataA = reg4;
            3'b101: dataA = reg5;
            3'b110: dataA = reg6;
            3'b111: dataA = reg7;
            default: dataA = 16'b0;
        endcase
    end
    always @(*) begin
        case(addrB)
            3'b000: dataB = reg0;
            3'b001: dataB = reg1;
            3'b010: dataB = reg2;
            3'b011: dataB = reg3;
            3'b100: dataB = reg4;
            3'b101: dataB = reg5;
            3'b110: dataB = reg6;
            3'b111: dataB = reg7;
            default: dataB = 16'b0;
        endcase
    end
endmodule
```
==> results.yml <==
# physical design summary
clocking:
  numCtsBuffers: 17
  htreeDepth: 4
  ctsLongestPathBuffers: 2
  ctsRootBufferMaster: "clkbuf_16"
  cts_hold_buf: 0
  cts-resized-gates: 2
  clock_sink_count: 128
  insertion_delay_ns: 0.41
  cts_tree: "built"
  cts_setup_buffers: 0
  clk_pin_slew_ns: 0.05
floorplanning:
  die_h_um: 136
  fp-utilization_pct: 41.1
  die-area_mm2: 0.0184
  fp.dieW_um: 136
  core_mm2: 0.0174
  ioPinCount: 60
  rows: 48
final_timing:
  hold_slack_ns: 0.508
  tightest_slew_ns: 0.845
  worst_slack_ns: 0.217
  finalMaxSlewViolations: 0
  max_freq_ghz: 0.314
  setup_viol: 0
  period_used_pct: 93.6
  slew_headroom_pct: 43.5
  rsz0062_at_grt: "false"
  min_period_ns: 3.18
  finClkSkew_ns: 0
  timing_hold_violations_final: 0
yosys:
  postSynthAreaPerCell_um2: 12.3
  yosysSeqAreaShare_pct: 44.9
  yosys_area_mm2: 0.00713
  synth_area_mm2: 0.00713
  ys.flop_type: "dfrtp_1"
  async_reset_ff_share_pct: 100
  yosys_cells: 582
  yosys_warnings: 1
  synth-edff-count: 0
  ys.flops: 128
  synth_cell_type_count: 46
  syn_inst: 582
placed_design:
  globalplace.congestion: 0.845
  portBuffers: 59
  place_hpwl_mm: 12.1
  place_worst_setup_slack_ns: -0.0121
cells_and_area:
  drive_above_1_share_pct: 32.4
  area_growth_pct: 21.7
  utilization_pct: 50.0
  num-fill-cells: 1452
setup_path:
  cp-start-kind: "input pin"
  crit_required_ns: 2.72
  crit_arrival_ns: 2.50
  cp_max_fo: 21
  r2r_start: "reg2[2]"
  worstSetupPathType: "in -> out"
  end_kind: "output pin"
  r2r-end: "reg2[2]"
  ff2ff_path_depth: 1
  rrSetupSlack_ns: 2.61
detailed_routing:
  vias_per_cell: 6.04
  wirelength_mm: 19.8
  routedWlPerCell_um: 22.5
  num_antenna_cells: 0
  drt_iter0_drc: 399
  firstDrtPassIters: 5
  dr_total_vias: 5324
  drtAntennaViolNets: 0
  drcViolationCount: 0
pwr:
  irDropWorstVdd_mv: 0.468
  combPwrFrac_pct: 22.0
  netSwitchingPower_uw: 1340
  clkPwrFrac_pct: 36.9
  seqPwrFrac_pct: 41.1
  p_per_area_mw_per_mm2: 596
  switching_share_pct: 26.0
  p_int_uw: 3830
  p_leak_uw: 0.00367
global_route:
  groute.usage.overall_pct: 23.6
  grt_antenna_before_repair: 0
  grt_max_degree: 129
  grt_pass1_vias: 5345
  grt_overflow: 0
  grt_pass1_wl_mm: 31.2
job:
  warning_count: 27
  cap_violations: 0
min_path:
  min_path_cells: 1
  hold_path.class: "reg -> reg"
  min_to: "reg1[12]"
  hold_start: "reg1[12]"
run_status:
  outcome: "complete, no violations"
-- worst max-delay path by stage --
stage,from,to,slack [ns]
CTS,addrB[1],dataB[15],0.003
global route,addrA[1],dataA[10],0.13
finish,addrA[1],dataA[10],0.22
-- worst max-delay path: stages --
cell and delay, ns:
buf_2 0.35, buf_4 0.38, mux2i_1 0.25, o22ai_1 0.11
o32a_1 0.30, clkdlybuf4s50_1 0.42
-- layout by cell type, fill, tap and decap left out, drive strengths merged, types with 2 or more instances in the layout --
master and count:
or3 2, dlymetal6s2s 2, dfrtp 128, bufinv 4, a22o 26, mux2 128
clkinv 4, clkdlybuf4s50 53, a21oi 20, nand3b 2, nor3 3, o22ai 12
clkinvlp 4, and3b 2, nand2 21, buf 40, o32ai 25, nand4b 3
or2 2, nand2b 4, a211oi 15, nor3b 6, a211o 4, mux4 3
nor2 10, nor2b 25, o32a 27, mux2i 33, inv 16, nand4 2
clkbuf 20
-- power groups by stage --
stage     Sequential [µW]  Clock (µW)  Combinational [µW]
4_1_cts              2120        1940                1140
5_1_grt              2180        2010                1240
6_report             2130        1910                1140
-- cell usage after synthesis, types with 2 or more instances --
cell      number  area [µm²]
a211o_1        4        35.0
a211oi_1      15         113
a21oi_1       20         100
a22o_1        26         228
and3b_1        2        17.5
buf_2         24         120
buf_4         10        75.1
clkbuf_1      15        56.3
dfrtp_1      128        3200
inv_1         17        63.8
mux2_2       107        1200
mux2_4        20         300
mux2i_1       33         330
mux4_2         3        67.6
nand2_1       21        78.8
nand2b_1       3        18.8
nand3b_1       2        15.0
nand4b_2       3        45.0
nor2_1        10        37.5
nor2b_1       25         156
nor3_4         2        32.5
nor3b_1        4        30.0
nor3b_4        2        37.5
o22ai_1       12        75.1
o32a_1        27         270
o32ai_1       25         219
or2_2          2        12.5
or3_1          2        12.5
-- sequential cells by signal (all words and copies together), names as in the netlist --
register,count
reg0,16
reg1,16
reg2,16
reg3,16
reg4,16
reg5,16
reg6,16
reg7,16
-- metal layers --
layer | track usage [%] | wire length (µm) | vias to the layer above
met4 | 3.62 | 282 | 0
met1 | 37.4 | 9080 | 2732
met5 | 0 | 0 | -
met3 | 5.92 | 1420 | 26
met2 | 34.4 | 9020 | 212
li1 | - | - | 2354
-- cell families after synthesis --
family	share of synthesized area, %
AOI/OAI and AO/OA	15.1
buffers and inverters	5.07
DFF	44.9
muxes	26.8
and+or+nand+nor	8.04
-- stage by stage --
| stage | TNS (ns) | instance area (µm²) | cells | total power (µW) |
|---|---|---|---|---|
| after floorplan | 0 | 7130 | 582 | 2820 |
| after global routing | 0 | 8680 | 882 | 5430 |
| after CTS | 0 | 8670 | 882 | 5210 |
| after global placement | 0 | 8050 | 851 | 3250 |
| final | 0 | 8680 | 882 | 5170 |
| after detailed placement | -0.0204 | 8050 | 851 | 3280 |
-- layout make-up --
type / instances / area, µm² / area share, %
inverter: 17 / 67.6 / 0.779
clock buffer: 20 / 457 / 5.26
sequential: 128 / 3200 / 36.9
tap: 225 / 282 / 3.24
multi-input combinational: 385 / 3570 / 41.1
timing repair buffer: 96 / 936 / 10.8
clock inverter: 11 / 163 / 1.87
Power figures rest on the tool's default switching activity, not on a simulated workload.

## ./config.mk

```make
export PLATFORM = sky130hd
export DESIGN_NAME = instr_rom
export DESIGN_NICKNAME = instr_rom
export VERILOG_FILES = /design/flow/design.v
export SDC_FILE = /design/flow/constraint.sdc
export NUM_CORES = 4
export LEC_CHECK = 1
export CORE_AREA = 10 10 70 70
export DIE_AREA = 0 0 80 80
```

## ./constraint.sdc

```tcl
current_design instr_rom

set clk_period 1.9
set clk_io_pct 0.2

create_clock -name clk0 -period $clk_period

set non_clock_inputs [all_inputs -no_clocks]
set_input_delay [expr $clk_period * $clk_io_pct] -clock clk0 $non_clock_inputs
set_output_delay [expr $clk_period * $clk_io_pct] -clock clk0 [all_outputs]
```

## ./design.v

```verilog
module instr_rom(
    input[15:0] addr,
    output reg[15:0] instr
);
    always @(*) begin
        case (addr)
            16'h0000: instr = 16'b0000_0100_1001_0000;  
            16'h0001: instr = 16'b0000_0101_0010_0001;  
            16'h0002: instr = 16'b0000_0101_1011_0011;  
            16'h0003: instr = 16'b1100_0100_1010_0000;  
            default:   instr = 16'b0000000000000000;  
        endcase
    end
endmodule
```

## ./run.sh

```bash
#!/bin/bash
# OpenROAD 26Q1-2900-gdf79404cd8, Yosys 0.63+post, stock flow scripts
make -C /OpenROAD-flow-scripts/flow DESIGN_CONFIG=/design/flow/config.mk WORK_HOME=/design/flow/orfs finish
```

==> CHANGELOG.md <==
### Implementation results

* Status: finished with violations
* Failing checks: setup timing
* RSZ-0062 raised after global routing: yes
* Dominant kind of combinational cell: buffers and inverters
* Synth Area per Inst at 6.47 µm²
* Buf/Inv on CP at 4
* Cell mode on critical path: buf_6
* Crit path max-delay family: simple AND/OR/NAND/NOR gates
* Fill cells at 379
* DRT antenna net count at 0
* Fp_density at 5.49%
* Flop count at 0
* Final hold vios at 0
* Critical Path, Cell by Cell: buf_6 > or4_4 > buf_6 > buf_6 > nor4_4 > buf_2
* Core area at around 3400 µm²
* Fin crit share at 103%
* Critical Path Sink Type: output pin
* Complex Gates by Area at 8.00%
* Final hold slack at 1.14 ns
* Pin count of the biggest net entering global routing at 7
* Total grt overflow at 0
* Crit-path max FO at 4
* Die width at 80 µm
* Detailed Route Iter0 Violations at 1
* Die height at 80 µm
* Num rows at 21
* Cell Area, Synth at about 190 µm²
* GP Congestion at 0.820
* Detailed Place HPWL at 786 µm
* Peak VDD IR at 35.7 µV
* Crit path required time at ~1.5 ns
* Layout area overhead at 215%
* Vias per cell at 2.88
* Vias at 300
* Sequential cell area at 0 µm²
* CP startpoint kind: input pin
* Initial antenna violation count at 0
* DRC errors left at 0
* Adder-Cell Fraction of Synth Area at 0%
* Post-Route WL at 994 µm
* Post-synthesis xor/xnor area fraction at 4.67%
* WS Path Type: in -> out
* Chip Area at approximately 6400 µm²
* Inserted Diodes at 0
* Vias in the first global route at 335
* Port Buf Inserts at 25
* Count of final setup violators at 2
* Final TNS setup at -0.0957 ns
* Cell total in the yosys stat output at 29
* Ports at 32
* Pre-Repair DR Iteration Count at 2
* Max Freq at around 500 MHz
* Slew Limit Fails at 0
* Hold crit path type: in -> out
* Synthesized instance count at 29
* Setup ws final at -0.0481 ns
* Sequential share of the synthesized area at 0%
* Max cap viols at 0
* Synth unique cells at 14
* CP max stage delay at 0.58 ns
* Tally of OpenROAD warnings at 34
* CP max stage cell: or4_4
* Period minus WS final at a little under 2 ns
* First-pass GRT wire length at between 1500 and 2000 µm
* YS chip area at between 150 and 200 µm²
* Power per standard cell area at 107 nW/µm²
* Pleak at between 0.0002 and 0.0003 µW
* YS warnings at 1
* Drt wl/cell at 9.56 µm
* Clock Buffer Count at 0
* Simple share at 42.7%
* Overall Global Routing Usage at 2.75%
* Critical Path AT at 1.57 ns
* Share of cells above drive strength 1 at about two thirds
* MUX area fraction at 0%
==> worst paths after layout <==
| check | start | end | slack [ns] | depth (start not counted) |
|---|---|---|---|---|
| worst min-delay path | addr[6] | instr[7] | 1.14 | 4 |
| worst max-delay path | addr[6] | instr[15] | -0.05 | 6 |
==> metal layers <==
metal / GRT usage [%] / routed length, µm
met1: 3.69 / 475
met2: 4.17 / 356
met3: 1.25 / 162
met4: 0 / 0
met5: 0 / 0
==> timing repair <==
item                       CTS  global route
hold buffers                 0             0
resized                     79            16
buffers inserted             8             0
setup endpoints to repair    9             9
pin swaps                   10             2
gates cloned                 0             0
==> Yosys cell counts (all sizes together) <==
master	number	area [µm²]
buf	9	67.6
xnor2	1	8.76
nand2b	1	6.26
nor2	1	3.75
inv	1	3.75
a2111oi	1	15.0
conb	1	3.75
nand2	2	7.51
nor3	1	5.00
or2	1	6.26
clkbuf	2	8.75
nor4	7	43.8
or4	1	7.51
==> cell usage in the layout, fill, tap and decap left out, drive strengths merged, types with 2 or more instances in the layout <==
cell type / synthesis / final
conb: 1 / 7
clkdlybuf4s15: 0 / 3
buf: 9 / 24
nand2: 2 / 2
nor4: 7 / 7
dlymetal6s2s: 0 / 2
clkbuf: 2 / 3
dlygate4sd2: 0 / 2
==> stage by stage <==
step | instances | area, µm² | setup slack [ns] | utilization (%) | total power [µW]
after floorplan | 35 | 210 | 0.102 | - | 20.3
after global placement | 96 | 449 | -0.841 | 13.2 | 47.9
after detailed placement | 96 | 449 | -0.878 | 13.2 | 48.1
after CTS | 104 | 548 | -0.0423 | 16.0 | 56.0
after global routing | 104 | 592 | -0.0855 | 17.3 | 69.3
final | 104 | 592 | -0.0481 | 17.3 | 63.4
==> power by group <==
group          switching, µW  total [µW]  leakage (µW)  internal (µW)
Clock                      0           0             0              0
Sequential                 0           0             0              0
Combinational           30.2        63.4      0.000274           33.2
==> worst min-delay path, stage by stage <==
cell	delay, ns
buf_6	0.06
or4_4	0.15
a2111oi_4	0.05
buf_2	0.11
==> kinds of logic (layout without fill, tap and decap cells) <==
group,after synthesis,count (layout)
AND-OR/OR-AND,1,1
other,1,7
AND/OR/NAND/NOR,14,14
XOR/XNOR,1,1
buffers and inverters,12,35
==> layout make-up <==
type | count | area, µm² | share of cell area (%)
Inverter | 1 | 3.75 | 0.634
Timing Repair Buffer | 34 | 272 | 45.9
Multi-Input combinational cell | 23 | 259 | 43.8
Tap cell | 46 | 57.6 | 9.73
Power and IR drop assume default switching activity.
